File: ./run.sh
#!/bin/bash
# OpenROAD 26Q1-2900-gdf79404cd8, Yosys 0.63+post, stock flow scripts
make -C /OpenROAD-flow-scripts/flow DESIGN_CONFIG=/design/flow/config.mk WORK_HOME=/design/flow/orfs finish
File: ./config.mk
export PLATFORM = sky130hd
export DESIGN_NAME = signed_array_mplier
export DESIGN_NICKNAME = signed_array_mplier
export VERILOG_FILES = /design/flow/design.v
export SDC_FILE = /design/flow/constraint.sdc
export NUM_CORES = 4
export LEC_CHECK = 1
export CORE_UTILIZATION = 30
File: ./constraint.sdc
current_design signed_array_mplier

set clk_period 56.5
set clk_io_pct 0.2

create_clock -name clk0 -period $clk_period

set non_clock_inputs [all_inputs -no_clocks]
set_input_delay [expr $clk_period * $clk_io_pct] -clock clk0 $non_clock_inputs
set_output_delay [expr $clk_period * $clk_io_pct] -clock clk0 [all_outputs]
File: ./design.v
module full_adder (
    input  a, b, c,
    output sum, cout
);
    assign sum = a ^ b ^ c;
    assign cout = (a & b) | (b & c) | (c & a);
endmodule
module signed_array_mplier #(
    parameter N = 32
) (
    input  [N-1:0]   mplier,
    input  [N-1:0]   mcand,
    output [2*N-1:0] product
);
    wire [N-1:0] pp [0:N-1];
    genvar i, j;
    generate
        for (i=0; i<N; i=i+1) begin : pp_gen
            for (j=0; j<N; j=j+1) begin : and_gen
                if(j == N-1 ^ i == N-1)                          
                    assign pp[i][j] = !(mcand[i] & mplier[j]);
                else
                    assign pp[i][j] = mcand[i] & mplier[j];
            end
        end
    endgenerate
    wire [N-1:0] sum [0:N-1];
    wire [N-1:0] carry [0:N-1];
    generate
        for (i = 0; i < N; i = i + 1) begin : rows_gen
            for (j = 0; j < N; j = j + 1) begin : cols_gen
                if (i == 0) begin                                
                    full_adder fa (
                        .a(pp[i][j]),
                        .b(1'b0),                                
                        .c(1'b0),                              
                        .sum(sum[i][j]),
                        .cout(carry[i][j])
                    );
                end
                else if (i > 0 && j == N-1) begin                
                    full_adder fa (
                        .a(pp[i][j]),
                        .b(carry[i-1][j]),
                        .c(1'b0),
                        .sum(sum[i][j]),
                        .cout(carry[i][j])
                    );
                end
                else begin                                       
                    full_adder fa (
                        .a(pp[i][j]),
                        .b(sum[i-1][j+1]),
                        .c(carry[i-1][j]),
                        .sum(sum[i][j]),
                        .cout(carry[i][j])
                    );
                end
            end
        end
    endgenerate
    wire [N-1:0] cin;
    assign cin[0] = 1'b1;
    assign product[0] = sum[0][0];
    generate
        for (j = 0; j < N ; j = j + 1) begin : Connect_lower_bits_of_product
            assign product[j] = sum[j][0];
        end
        for (i = 0; i < N-1; i = i + 1) begin : Connect_upper_bits_of_product
             full_adder fa (
                        .a(sum[N-1][i+1]),
                        .b(carry[N-1][i]),
                        .c(cin[i]),
            			.sum(product[N+i]),              
            			.cout(cin[i+1])
                     );
        end
    endgenerate
    assign product[2*N-1] = cin[N-1] + 1;
endmodule
==> results_dict.tcl <==
# place-and-route summary
set metrics [dict create \
    min_path_type "input pin to output pin" \
    worstPathRequired_ns 45.20 \
    critPathKind "input pin to output pin" \
    endpoint_kind "output pin" \
    die_x_um 309 \
    final-setup-viol-count 0 \
    drive_gt1_frac 0.0264 \
    totalNegativeSetupSlack_ns 0 \
    syn2layout_area_growth_pct 6.52 \
    overflow 0 \
    routed_wl_um 42200 \
    antenna_found_initial 2 \
    warnings 32 \
    io_pins 128 \
    worst_setup_path_start_kind "input pin" \
    finalWorstSetupSlack_ns 4.49 \
    fp-utilization 0.303 \
    dpl.hpwl_um 40300 \
    cp_max_fo 32 \
    coreArea_um2 93200 \
    fin_crit_ns 52.01 \
    fmax_mhz 19.2 \
    hold_viol_final 0 \
    grt_max_degree 33 \
    slowest_delay_ns 0.55 \
    insertedDiodeCount 0 \
    ys_cells 2530 \
    first_iter_violations 148 \
    topCellsByArea "fa_1 68%, and2_1 21%, inv_1 3.4%, clkbuf_2 1.9%, buf_4 1.7%" \
    synth.most_common_cell "fa_1" \
    clkbuf_count 0 \
    ctsHoldBuffers 0 \
    synth_top_area_share 0.681 \
    grt_pass1_wl_um 80200 \
    grt_pass1_vias 17722 \
    cts_setup_buffers 0 \
    fill_cells 9624 \
    ys_chip_area_um2 28200 \
    avgSynthCellArea_um2 11.2 \
    max_slew.worst_pin.slew_ns 0.874 \
    top_area_cell "fa_1" \
    track_usage 0.103 \
    chip_area_um2 95300 \
    max_slew_margin 0.416 \
    synth_cell_types 9 \
    status "complete, no violations" \
    gp_congestion 0.773 \
    synthCells 2530 \
    maxCapViolCount 0 \
    worst_hold_slack_ns 23.83 \
    grt_setup_unrepaired "no" \
    seq_area_um2 0 \
    die_y_um 309 \
    crit_path_frequent_cell "fa_1" \
    io_buffers 128 \
    finalCritPeriodShare 0.920 \
    synth_area_um2 28200 \
    ff_count 0 \
    ys_seq_share 0 \
    arrival_ns 40.71 \
    drv_slew 0 \
    wl_per_cell_um 11.4 \
    cpMaxStageDelayCell "fa_1" \
    ant_nets 0 \
    pre_cts_ws_ns 4.14 \
    rows 112 \
    cts_resized 0 \
    yosys-top-cells-count "960 x fa_1, 927 x and2_1, 259 x inv_1" \
    hold_depth 4 \
    yosys_warnings 1 \
    dr.pass1.iters 6 \
    route.detailed.drc 0 \
    vias 16085 \
    vias_per_cell 4.33 \
]
## per-stage QoR
stage                util  instance area [µm²]  std cells
floorplan               -                28200       2530
global placement    0.323                30100       3714
detailed placement  0.323                30100       3714
CTS                 0.323                30100       3714
global route        0.323                30100       3714
finish              0.323                30100       3714
## worst max-delay path, delay by kind of cell
| family | cells | cell delay, ns |
|---|---|---|
| buffers and inverters | 7 | 1.40 |
| adder cells (fa/ha/maj) | 62 | 27.87 |
| AND/OR/NAND/NOR | 1 | 0.11 |
## final timing paths
check | endpoint | slack (ns) | start
max | product[62] | 4.49 | mplier[31]
min | product[0] | 23.83 | mcand[0]
## logic make-up after synthesis
kind of cell / Yosys count / share of synthesized area
buffers and inverters: 514 / 0.0854
adder cells (fa/ha/maj): 992 / 0.695
AND/OR/NAND/NOR: 1024 / 0.219
## cells in the final DEF, fill, tap and decap left out
master / count
and2_1: 927
and2_2: 8
buf_4: 57
clkdlybuf4s50_1: 128
fa_1: 960
ha_1: 32
inv_1: 259
nand2_1: 89
## per-layer routing
metal  global-route usage  vias up  wire length (µm)
met5                    0        -                22
met4                    0        4                 4
met3               0.0143        4              1080
li1                     -     6999                 -
met1                0.151     8899             18500
met2                0.180      179             22600
## cell type report
class / instances / area, µm² / area share
multi-input cells: 2016 / 25800 / 0.859
well taps: 1254 / 1570 / 0.0522
inverters: 259 / 972 / 0.0323
repair buffers: 185 / 1710 / 0.0569
