===== config.mk =====
export PLATFORM = sky130hd
export DESIGN_NAME = radix8_mplier
export DESIGN_NICKNAME = radix8_mplier
export VERILOG_FILES = /design/flow/design.v
export SDC_FILE = /design/flow/constraint.sdc
export NUM_CORES = 4
export LEC_CHECK = 1
export CORE_UTILIZATION = 50

===== constraint.sdc =====
current_design radix8_mplier

set clk_period 19.4
set clk_io_pct 0.2

create_clock -name clk0 -period $clk_period [get_ports {clk}]

set non_clock_inputs [all_inputs -no_clocks]
set_input_delay [expr $clk_period * $clk_io_pct] -clock clk0 $non_clock_inputs
set_output_delay [expr $clk_period * $clk_io_pct] -clock clk0 [all_outputs]

===== design.v =====
module CSA #(parameter WIDTH = 32) (
    input   [WIDTH-1:0] a,b,c,
    output  [WIDTH-1:0] sum,carry
);
    assign sum =  (a ^ b ^ c);
    assign carry = {(a & b) | (b & c) | (c & a), 1'b0};
endmodule
module radix8_mplier #(
    parameter N = 32,
    parameter RADIX = 8,
    parameter EXTRA_BITS = $clog2(RADIX),
    localparam TOTAL_CYCLES = 11   
) (
    input                         clk,rst,
    input  signed 	[N-1:0] 	  mcand, 			
    input  signed   [N-1:0]		  mplier,			
    output signed  	[2*N-1:0]	  product, 			
    output                        done
);
    reg signed  [N-1:0]             mcand_reg; 			
    reg signed  [N:0]	            mplier_reg;          
    reg signed  [N+EXTRA_BITS-1:0]  generate_pp;
    reg signed  [N+EXTRA_BITS-1:0]   mux_a;
    reg signed  [N+EXTRA_BITS-1:0]   mux_2a;
    reg signed  [N+EXTRA_BITS-1:0]   mux_3a;
    reg signed  [N+EXTRA_BITS-1:0]   mux_4a;
    reg signed  [N+EXTRA_BITS-1:0]   mux_a_neg;
    reg signed  [N+EXTRA_BITS-1:0]   mux_2a_neg;
    reg signed  [N+EXTRA_BITS-1:0]   mux_3a_neg;
    reg signed  [N+EXTRA_BITS-1:0]   mux_4a_neg;
    always @(*) begin
        mux_a = {{3{mcand_reg[N-1:0]}},mcand_reg};
        mux_2a = mux_a << 1;
        mux_3a = mux_2a + mux_a;
        mux_4a = mux_a << 2;
        mux_a_neg = ~(mux_a) + 1;
        mux_2a_neg = mux_a_neg << 1;
        mux_3a_neg = mux_a_neg + mux_2a_neg;
        mux_4a_neg = mux_a_neg << 2;
    end
    wire [3:0] booth_code;
    assign booth_code = mplier_reg[3:0];
    always @(*) begin
      case (booth_code)
        4'b0000: generate_pp = 0;           
        4'b0001: generate_pp = mux_a;       
        4'b0010: generate_pp = mux_a;       
        4'b0011: generate_pp = mux_2a;        
        4'b0100: generate_pp = mux_2a;        
        4'b0101: generate_pp = mux_3a;        
        4'b0110: generate_pp = mux_3a;        
        4'b0111: generate_pp = mux_4a;        
        4'b1000: generate_pp = mux_4a_neg;    
        4'b1001: generate_pp = mux_3a_neg;    
        4'b1010: generate_pp = mux_3a_neg;    
        4'b1011: generate_pp = mux_2a_neg;    
        4'b1100: generate_pp = mux_2a_neg;    
        4'b1101: generate_pp = mux_a_neg;      
        4'b1110: generate_pp = mux_a_neg;      
        4'b1111: generate_pp = 0;          
      endcase
    end
    reg signed  [N+EXTRA_BITS-1:0]  sum_reg; 			
    reg signed  [N+EXTRA_BITS-1:0]	carry_reg;
    reg signed  [2*N-1:0]           final_product;
    reg         [$clog2(N)-1:0]     count;
    reg                             cout_reg;
    wire        [EXTRA_BITS-1:0]    add_in1 , add_in2;
    wire        [EXTRA_BITS-1:0]    add_out;
    wire                            add_cout;
    wire        [N+EXTRA_BITS:0]    cpa;
    wire        [N+EXTRA_BITS-1:0]  csa_sum;
    wire        [N+EXTRA_BITS-1:0]  csa_carry;
    CSA #(.WIDTH(N+EXTRA_BITS)) csa (.a(sum_reg),.b(carry_reg),.c(generate_pp),.sum(csa_sum),.carry(csa_carry));
    assign add_in1 = sum_reg[EXTRA_BITS-1:0];
    assign add_in2 = carry_reg[EXTRA_BITS-1:0];
    assign {add_cout,add_out} = add_in1 + add_in2 + cout_reg;
    always@(posedge clk) begin
      if(rst)
        cout_reg <=0;
      else
        cout_reg <= add_cout;
    end 
    always @(posedge clk) begin
        if (rst) begin
            mplier_reg <= {mplier,1'b0};
            mcand_reg  <= mcand;
            sum_reg    <= 0;
            carry_reg  <= 0;
            count      <= 0;
        end 
        else begin
            sum_reg    <= { {3{csa_sum[N+EXTRA_BITS-1]}} , csa_sum[N+EXTRA_BITS-1:3] };
            carry_reg  <= { {3{csa_carry[N+EXTRA_BITS-1]}}, csa_carry[N+EXTRA_BITS-1:3] };
            mplier_reg <= mplier_reg >>> $clog2(RADIX);
            count      <= count + 1;
        end
    end
    always@(posedge clk) begin
        if(rst)
            final_product <=0;
        else begin
            if (count == 0)
                final_product[2:0] <= add_out; 
            else if (count == 1)
                final_product[5:3] <= add_out;  
            else if (count == 2)
                final_product[8:6] <= add_out;  
            else if (count == 3)
                final_product[11:9] <= add_out; 
            else if (count == 4)
                final_product[14:12] <= add_out;
            else if (count == 5)
                final_product[17:15] <= add_out;
            else if (count == 6)
                final_product[20:18] <= add_out;
            else if (count == 7)
                final_product[23:21] <= add_out;
            else if (count == 8)
                final_product[26:24] <= add_out;
            else if (count == 9)
                final_product[29:27] <= add_out;
            else if (count == 10)
                final_product[32:30] <= add_out;
            else
                final_product <= final_product;        
        end
 end
  assign cpa = sum_reg + carry_reg + cout_reg;
  assign product = {cpa , final_product[(TOTAL_CYCLES*EXTRA_BITS)-1:0]};
  assign done = count == TOTAL_CYCLES;
endmodule

===== run.sh =====
#!/bin/bash
# OpenROAD 26Q1-2900-gdf79404cd8, Yosys 0.63+post, stock flow scripts
make -C /OpenROAD-flow-scripts/flow DESIGN_CONFIG=/design/flow/config.mk WORK_HOME=/design/flow/orfs finish

==> ci_impl_report.md <==
## Implementation flow summary

| Metric | Value |
|---|---|
| Total die size | approximately 0.028 mm² |
| Clock power frac | approximately a quarter |
| CP Capture Type | output pin |
| WHS Path Cells | 1 |
| RSZ-0062 raised after global routing | no |
| Worst path cell trace | inv_1 -> fa_1 -> inv_1 -> fa_1 -> a211oi_1 -> o21bai_1 -> a21oi_1 -> o31ai_1 -> buf_4 -> a2111o_1 -> a31oi_2 -> o211ai_2 -> a2111oi_2 -> nand4bb_1 -> clkdlybuf4s50_1 |
| CP bufs+invs | 4 |
| Net Sw Power | around 0.61 mW |
| Worst-path maximum fanout | 5 |
| Wirelength per Cell | ~18 µm |
| IO Count | roughly 130 |
| Hold Path Class | flop to flop |
| Max-Cap Viols | 0 |
| Tool warnings | between 60 and 70 |
| Number of cells on the worst reg-to-reg path | 18 |
| Most used DFF post-synth | dfxtp_1 |
| Top cells by area | dfxtp_1, ha_1, edfxtp_1 |
| Count of clock tree sinks | roughly 170 |
| Hold EP | mplier_reg[24] |
| Number of global-route vias before repair | around 11000 |
| Routability Congestion | 0.975 |
| Pwr/cell area | 99.2 mW/mm² |
| CTS Hold Bufs | 0 |
| Type of origin of the critical path | flop |
| Share of layout cells above drive strength 1 | ~5.5% |
| Netlist cell types | 74 |
| Post_cts resized | 0 |
| Yosys chip area | ~0.013 mm² |
| Routed Wire Length | approximately 38 mm |
| FP Core Util | approximately 51% |
| Setup Fix Bufs, Post-CTS | 0 |
| CTS H-Tree Depth | 4 |
| Slew headroom | around 45% |
| Crit-path slowest cell | a2111o_1 |
| Worst path arrival time | 4.17 ns |
| Sw Ratio | 39.1% |
| Peak Freq | 124 MHz |
| Delay-heaviest family, CP | AND-OR/OR-AND gates |
| Residual DRC count | 0 |
| Final period util | about two fifths |
| Total GRT Usage | between 20% and 30% |
| Area of the core | ~0.026 mm² |
| Top Layout Cells | nor2_1, dfxtp_1, ha_1 |
| Commonest Layout Cell | nor2_1 |
| Leakage | ~6.3 nW |
| Top-area cell share | between 20% and 30% |
| Tmin final | just over 8 ns |
| Die extent in y | 166 µm |
| Final Max Slew Viols | 0 |
| Root Driver | clkbuf_16 |
| Critical Path RT | 15.52 ns |
| Synth-to-Final Area Change | 16.8% |
| Final ANT Viol Nets | 0 |
| Worst-path clk slew | about 0.09 ns |
| Initial antenna violation count | 0 |
| Initial DRC count | 963 |
| Sequential Power Share | ~29% |
| Syn_area_per_cell | 8.47 µm² |
| Area leader, netlist | dfxtp_1 |
| Placed Cells incl. Taps | 2004 |
| Hold Fails Final Rpt | 0 |
| Capturing point of the worst reg2reg path | sum_reg[29] |
| Via density | between 5 and 6 |
| Skew-Pair Late Insertion Delay | between 0.4 and 0.5 ns |
| EDFF count, synth | 33 |
| Synth Register Bits | between 150 and 200 |
| Ys cells | 1588 |
| DRT Pass-1 Iters | 18 |
| Slew @ Worst Pin | between 0.8 and 0.9 ns |
| GR Overflow Total | 0 |
| Post-route insts no fill | 2036 |
| First-pass GRT wire length | roughly 60 mm |
| Final setup viols | 0 |
| Vias | between 10000 and 15000 |
| Critical path class | flop to output pin |
| P_int | 0.950 mW |
| CTS tree | built |
| Rows | around 59 |
| Sequential-to-total area share from yosys stat | a little over a quarter |
| Comb power frac | a little under half |
| Status | complete, no violations |
| R2R setup slack | between 10 and 15 ns |
| Setup TNS | 0 ns |
| WP depth | 15 |
| Worst r2r src | mcand_reg[0] |
| Diode count | 0 |
| Port Buffers | roughly 130 |
| Gate Count Post-Synth | around 1600 |
| Final Skew | roughly 0.018 ns |
| Area of the mapped netlist | around 0.013 mm² |
| Chip width | 166 µm |
| CTS Buf Count | 17 |
| HPWL Detailed | 28.2 mm |
| Post-synthesis async set-or-reset flop share | 0% |
| Min-delay src | mplier_reg[27] |
| Yosys warning count | 1 |
| Clock Tree Buf Depth | 2 |
| Largest net degree at the start of global routing | 72 |
| CP max stage delay | 0.48 ns |
| VDD IR max | 0.0719 mV |
| Setup crit start | cout_reg |
how the worst max path moves through the flow:
stage | slack [ns] | end
6_report | 11.35 | product[63]
4_1_cts | 11.33 | product[63]
5_1_grt | 11.05 | product[63]
logic make-up (layout without fill, tap and decap cells):
family / Yosys count / count (layout) / synth area share [%]
compound gates: 462 / 462 / 23.5
simple gates: 442 / 442 / 15.1
buf+inv: 187 / 300 / 5.23
flops: 168 / 168 / 27.5
fa+ha+maj: 167 / 167 / 17.5
xor+xnor: 116 / 116 / 7.55
mux: 46 / 46 / 3.69
routing by layer:
metal | track usage [%] | part of all wire (%) | up-vias | routed length [µm]
met1 | 43.7 | 46 | 5623 | 17100
met3 | 5.07 | 7.3 | 37 | 2740
met4 | 5.44 | 1.9 | 0 | 731
met2 | 42.8 | 45 | 443 | 16900
met5 | 0 | 0 | - | 0
li1 | - | - | 5955 | -
metrics by stage:
stage	utilization [%]	hold slack, ns	area, µm²	setup slack [ns]	total power, mW
global route	59.9	0.470	15700	11.05	1.68
CTS	59.9	0.460	15700	11.33	1.57
global placement	57.5	0.436	15100	11.87	1.19
detailed placement	57.5	0.442	15100	11.85	1.19
finish	59.9	0.455	15700	11.35	1.56
floorplan	-	0.431	13500	12.72	0.929
power by group through the flow:
| stage | registers [mW] | logic [mW] | clock network (mW) |
|---|---|---|---|
| CTS | 0.457 | 0.734 | 0.380 |
| global route | 0.464 | 0.819 | 0.392 |
| finish | 0.456 | 0.733 | 0.370 |
synthesized netlist by cell type, types with 23 or more instances:
cell and n:
nor2_1 189, xnor2_1 95, o21ai_1 49, a21oi_1 98
nand3_1 39, nand2b_1 23, mux2_2 28, a21o_1 41
nor3_1 26, nand2_1 88, a211oi_1 33, o21ai_0 43
a221o_1 25, ha_1 132, dfxtp_1 135, fa_1 35
clkbuf_1 54, edfxtp_1 33, inv_1 121, a221oi_1 35
layout make-up:
cell class	instances	area [µm²]
multi-input cells	1233	9070
flip-flops and latches	168	3690
fillers	2244	10500
clock buffers	17	425
clock inverters	15	215
repair buffers	147	1430
well taps	335	419
inverters	121	454
No activity file was given, so power comes from the tool's default toggle rates.
