==> flow/run.sh <==
#!/bin/bash
# OpenROAD 26Q1-2900-gdf79404cd8, Yosys 0.63+post, stock flow scripts
make -C /OpenROAD-flow-scripts/flow DESIGN_CONFIG=/design/flow/config.mk WORK_HOME=/design/flow/orfs finish
==> flow/constraint.sdc <==
current_design unsigned_array_mplier

set clk_period 53.7
set clk_io_pct 0.2

create_clock -name clk0 -period $clk_period

set non_clock_inputs [all_inputs -no_clocks]
set_input_delay [expr $clk_period * $clk_io_pct] -clock clk0 $non_clock_inputs
set_output_delay [expr $clk_period * $clk_io_pct] -clock clk0 [all_outputs]
==> flow/design.v <==
module full_adder (
    input  a, b, c,
    output sum, cout
);
    assign sum = a ^ b ^ c;
    assign cout = (a & b) | (b & c) | (c & a);
endmodule
module unsigned_array_mplier #(
    parameter N = 32
)(
    input  [N-1:0]   mplier,
    input  [N-1:0]   mcand,
    output [2*N-1:0] product
);
    wire [N-1:0] pp [N-1:0];
    genvar i, j;
    generate
        for (i = 0; i < N; i = i + 1) begin : pp_gen
            for (j = 0; j < N; j = j + 1) begin : and_gen
                assign pp[i][j] = mcand[i] & mplier[j];   
            end
        end
    endgenerate
    wire [N-1:0] sum   [N-1:0];
    wire [N-1:0] carry [N-1:0];
    generate
        for (j = 0; j < N; j = j + 1) begin : first_row
            assign sum[0][j]   = pp[0][j];
            assign carry[0][j] = 1'b0;
        end
    endgenerate
    generate
        for (i = 1; i < N; i = i + 1) begin : adder_rows
            for (j = 0; j < N; j = j + 1) begin : adder_cols
                if (j == N-1) begin 
                    full_adder fa (
                        .a(pp[i][j]),
                        .b(carry[i-1][j]),
                        .c(1'b0),
                        .sum(sum[i][j]),
                        .cout(carry[i][j])
                    );
                end else begin
                    full_adder fa (
                        .a(pp[i][j]),
                        .b(sum[i-1][j+1]),
                        .c(carry[i-1][j]),
                        .sum(sum[i][j]),
                        .cout(carry[i][j])
                    );
                end
            end
        end
    endgenerate
    wire [N-1:0] cin;
    assign product[0] = sum[0][0];
    assign cin[0] = 1'b0;
    generate
        for (i = 1; i < N; i = i + 1) begin : product_lower
            assign product[i] = sum[i][0];
        end
        for (i = 0; i < N-1; i = i + 1) begin : product_upper
            full_adder fa (
                .a(sum[N-1][i+1]),
                .b(carry[N-1][i]),
                .c(cin[i]),
                .sum(product[N+i]),
                .cout(cin[i+1])
            );
        end
    endgenerate
    assign product[2*N-1] = carry[N-1][N-1] ^ cin[N-1];   
endmodule
==> flow/config.mk <==
export PLATFORM = sky130hd
export DESIGN_NAME = unsigned_array_mplier
export DESIGN_NICKNAME = unsigned_array_mplier
export VERILOG_FILES = /design/flow/design.v
export SDC_FILE = /design/flow/constraint.sdc
export NUM_CORES = 4
export LEC_CHECK = 1
export CORE_UTILIZATION = 30
==> flow_metrics.py <==
# Physical implementation metrics
metrics = {
    "status": {
        "outcome": "complete, no violations",
    },
    "die": {
        "rows": 111,
        "die_area_mm2": 0.0947,
        "die_w_um": 308,
        "die_y_um": 308,
        "core_mm2": 0.0921,
        "initial_core_util": 0.304,
        "pin_count": 128,
    },
    "clocking": {
        "holdBufCountCts": 0,
        "post_cts_buffers": 0,
        "post_cts_resized": 0,
    },
    "cells_and_area": {
        "seq_cell_count": 0,
        "nClkBuffers": 0,
        "flop_area_um2": 0,
        "layout-drive-gt1-share": 0.0246,
        "fin_util": 0.325,
        "final_area_mm2": 0.0299,
        "syn_to_final_growth_pct": 6.60,
    },
    "critical_path": {
        "endpoint_kind": "primary output",
        "crit_path_start_kind": "input pin",
        "crit_top_cell": "fa_1",
        "cp.required_ns": 42.96,
        "crit_type": "in -> out",
        "worst_path_max_delay_cell": "fa_1",
        "cp_num_cells": 70,
        "setup.worst_path.end": "product[62]",
        "arrival_ns": 36.84,
        "crit_path_max_incr_delay_ns": 0.55,
        "startpoint": "mplier[30]",
        "critPathBufInv": 7,
        "crit_path_max_fanout": 32,
        "path_delay_family": "adder cells",
    },
    "routing": {
        "detail-route-antenna-nets": 0,
        "vias": 16000,
        "routedWlPerCell_um": 11.4,
        "antenna_cells": 0,
        "drt-initial-drc-count": 148,
        "first_pass_iters": 4,
        "viasPerCell": 4.34,
        "drc": 0,
        "drt-total-wl_um": 42000,
    },
    "synth": {
        "ys_types": 8,
        "ys_sh_mux": 0,
        "ys_sh_simple": 0.218,
        "yosys_warnings": 1,
        "yosys_area_mm2": 0.0280,
        "synth.area.top_cells": "fa_1 (69%), and2_1 (20%), inv_1 (3.1%)",
        "ys_top_logic_family": "adder cells",
        "avgSynthCellArea_um2": 11.2,
        "synth_area_leader_cell": "fa_1",
        "yosysSeqAreaShare": 0,
        "synthTopCellsByCount": "fa_1 (960), and2_1 (902), inv_1 (235)",
        "synth.top_cell.area_share": 0.685,
        "ys_cells": 2506,
        "ys_sh_xor": 0,
        "aoi_share": 0,
        "netlist_area_mm2": 0.0280,
        "adder_share": 0.700,
        "synth_cells": 2506,
        "netlist.top_cell.by_instances": "fa_1",
    },
    "global_route": {
        "antenna_found_initial": 2,
        "track_usage": 0.102,
        "grt_pass1_vias": 17600,
        "grt_max_degree": 33,
        "grt_overflow": 0,
        "grt_pass1_wl_um": 79700,
    },
    "placed_design": {
        "place.gp.congestion": 0.765,
        "hpwlAfterDp_um": 40200,
        "io_buffers": 128,
        "dp_slack_ns": 5.77,
        "postPlaceCellArea_mm2": 0.0299,
    },
    "job": {
        "drv_cap": 0,
        "openroad.warnings": 32,
    },
    "min_path": {
        "hold_path.class": "in -> out",
    },
    "final_timing": {
        "setup_slack_ns": 6.12,
        "fmax_mhz": 21.0,
        "finalClockPeriodUsage": 0.886,
        "setup_violations": 0,
        "max_slew.worst_pin.slew_ns": 0.874,
        "rsz0062_at_grt": "no",
        "finalCriticalPeriod_ns": 47.58,
        "final_max_slew_viol_count": 0,
        "setup-tns-final_ns": 0,
        "maxSlewHeadroom": 0.416,
        "hold_viol": 0,
    },
}
worst min-delay path, cell delays in order:
cell and delay [ns]:
clkdlybuf4s50_1 0.40, buf_4 0.21, and2_1 0.18, clkdlybuf4s50_1 0.45
stage by stage:
step | hold WS (ns) | cells
after floorplan | 21.55 | 2506
after global placement | 22.74 | 3682
after detailed placement | 22.75 | 3682
after CTS | 22.75 | 3682
after global routing | 22.81 | 3682
final | 22.73 | 3682
cell usage in the layout (no fill, tap or decap):
master	instances
fa_1	960
inv_1	235
ha_1	32
nand2_1	122
and2_1	902
buf_4	60
clkdlybuf4s50_1	128
final cells by class:
type	count	area (µm²)
fillers	9488	62200
well taps	1243	1560
inverters	235	882
multi-input cells	2016	25700
repair buffers	188	1730
routing by layer:
metal	wire length [µm]	GRT usage	part of all wire
met2	22000	0.176	0.52
met1	19000	0.156	0.45
met5	17	0	0.00040
met4	6	0	0.00014
met3	1030	0.0115	0.024
cell families after synthesis:
group,after synthesis
buf+inv,490
simple gates,1024
fa+ha+maj,992
how the worst min path moves through the flow:
| stage | startpoint | endpoint | slack [ns] | depth (start not counted) |
|---|---|---|---|---|
| global route | mcand[0] | product[0] | 22.81 | 4 |
| finish | mcand[0] | product[0] | 22.73 | 4 |
| CTS | mcand[0] | product[0] | 22.75 | 4 |
